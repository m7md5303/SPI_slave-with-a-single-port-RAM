==> design/flow/design.v <==
module SPI (tx_valid,tx_data,rx_valid,rx_data,rst_n,clk,SS_n,MISO,MOSI);
parameter IDLE = 3'b000;
parameter CHK_CMD = 3'b001;
parameter READ_ADD = 3'b010;
parameter READ_DATA = 3'b011;
parameter WRITE = 3'b100;
input MOSI,SS_n,rst_n,clk,tx_valid;
input [7:0] tx_data;
output rx_valid,MISO;
output [9:0] rx_data;
reg rx_valid_tmp,MISO_tmp;
reg [9:0] rx_data_tmp;
reg [2:0] cs,ns;
reg state;
always @(posedge clk or negedge rst_n) begin
    if(!rst_n) begin
        cs<=IDLE;
    end
    else begin
        cs<=ns;
    end
end 
always @(cs or MOSI or SS_n or tx_valid or tx_data or state or read_state) begin
    case (cs)
    IDLE:begin
        if(!SS_n) begin
            ns=CHK_CMD;
        end
        else begin
            ns=IDLE;
        end
    end
     CHK_CMD:begin
        if(SS_n) begin
            ns=IDLE;
        end
        else begin
            if(!({SS_n,MOSI}))begin
                ns=WRITE;
            end
            else if((!(SS_n))&&(MOSI)&&(!(state))) begin
                ns=READ_ADD;
            end
            else if((!(SS_n))&&(MOSI)&&(state)) begin
                ns=READ_DATA;
            end
        end
     end
     READ_ADD:begin
        if(~SS_n) begin
            ns=READ_ADD;
        end
        else begin
            ns=IDLE;
        end
     end   
     READ_DATA:begin
           if(~SS_n) begin
            ns=READ_DATA;
        end
        else begin
            ns=IDLE;
        end
     end
     WRITE:begin
           if(~SS_n) begin
            ns=WRITE;
        end
        else begin
            ns=IDLE;
        end
     end
     default:begin
        ns=IDLE;
     end
    endcase
end
reg [3:0] shift_counter;
reg read_state=0;
always @(posedge clk ) begin
case(cs)
IDLE:begin
    shift_counter<=10;  
    MISO_tmp<=0;
    rx_data_tmp<=0;
    rx_valid_tmp<=0;
    end
READ_ADD:begin
      if(shift_counter==0) begin
        rx_valid_tmp<=1;
        shift_counter<=10;
    end
    else begin
        rx_data_tmp<={MOSI,rx_data_tmp[9:1]};
        shift_counter<=shift_counter-1;
    end
end
READ_DATA:begin
    if((shift_counter==0)&&(!(read_state))) begin
        shift_counter<=8;
        rx_valid_tmp<=1;
    end
    else if ((shift_counter>0)&&(!(read_state))) begin
         rx_data_tmp<={MOSI,rx_data_tmp[9:1]};
         shift_counter<=shift_counter-1;  rx_valid_tmp<=0;
    end
    else if ((shift_counter==0)&&(read_state)) begin
        shift_counter<=10;
        rx_valid_tmp<=0;
    end
    else if (tx_valid) begin
        MISO_tmp<=tx_data[shift_counter-1];
        shift_counter<=shift_counter-1; rx_valid_tmp<=0;
    end
    end
WRITE:begin
    if(shift_counter==0) begin
        rx_valid_tmp<=1;
    end
    else begin
        rx_data_tmp<={MOSI,rx_data_tmp[9:1]};
        shift_counter<=shift_counter-1;
    end
end
endcase    
end
always @(posedge clk or negedge rst_n) begin
  if(~rst_n) begin
        state<=0;
        read_state<=0;
    end
    else begin
        case (cs)
        IDLE:begin
            read_state<=0;
        end
            READ_ADD:begin
                if(shift_counter==0) begin
                    state<=1;
                end
            end
           READ_DATA:begin
             if((shift_counter==0)&&(!(read_state))) begin
                read_state<=1;
             end
             else if ((shift_counter==0)&&(read_state)) begin
                read_state<=0;
                state<=0;
             end
           end
        endcase
    end   
end
assign MISO=MISO_tmp;
assign rx_data=rx_data_tmp;
assign rx_valid=rx_valid_tmp;
endmodule 
module rram (din,clk,rst_n,rx_valid,dout,tx_valid);
parameter MEM_DEPTH=256;
parameter ADDR_SIZE = 8;
input [9:0] din;
input clk,rst_n,rx_valid;
output [7:0] dout;
output tx_valid;
reg [7:0] dout_tmp;
reg tx_valid_tmp;
reg [ADDR_SIZE-1:0] address_holder;
reg [7:0] mem [MEM_DEPTH-1:0];
always @(posedge clk or negedge rst_n) begin
    if(!rst_n) begin
        dout_tmp<=0;
        tx_valid_tmp<=0;
    end
    else begin if(rx_valid) begin case (din[9:8])
        2'b00:begin
            address_holder<=din[7:0];
        end
        2'b01:begin
          mem [address_holder]<=din[7:0];  
        end
        2'b10:begin
            address_holder<=din [7:0];
        end
        2'b11:begin
            dout_tmp<=mem[address_holder];
            tx_valid_tmp<=1;
        end
    endcase
    end
end  
end
assign dout=dout_tmp;
assign tx_valid=tx_valid_tmp;
endmodule 
module topmod (rst_n,clk,SS_n,MISO,MOSI);
input  MOSI,SS_n,rst_n,clk ;
output MISO;
wire rx_valid,tx_valid;
wire [9:0] rx_data;
wire [7:0] tx_data;
rram RAM_INTERFACE(.din(rx_data),.clk(clk),.rst_n(rst_n),.rx_valid(rx_valid),.dout(tx_data),.tx_valid(tx_valid));
SPI SPI_INTERFACE(.tx_valid(tx_valid),.tx_data(tx_data),.rx_valid(rx_valid),.rx_data(rx_data),.rst_n(rst_n),.clk(clk),.SS_n(SS_n),.MISO(MISO),.MOSI(MOSI));
endmodule 
==> design/flow/run.sh <==
#!/bin/bash
# OpenROAD 26Q1-2900-gdf79404cd8, Yosys 0.63+post, stock flow scripts
make -C /OpenROAD-flow-scripts/flow DESIGN_CONFIG=/design/flow/config.mk WORK_HOME=/design/flow/orfs finish
==> design/flow/config.mk <==
export PLATFORM = sky130hd
export DESIGN_NAME = topmod
export DESIGN_NICKNAME = topmod
export VERILOG_FILES = /design/flow/design.v
export SDC_FILE = /design/flow/constraint.sdc
export NUM_CORES = 4
export LEC_CHECK = 1
export CORE_UTILIZATION = 30
==> design/flow/constraint.sdc <==
current_design topmod

set clk_period 18.4
set clk_io_pct 0.2

create_clock -name clk0 -period $clk_period [get_ports {clk}]

set non_clock_inputs [all_inputs -no_clocks]
set_input_delay [expr $clk_period * $clk_io_pct] -clock clk0 $non_clock_inputs
set_output_delay [expr $clk_period * $clk_io_pct] -clock clk0 [all_outputs]
==> qor.txt <==
Reg2Reg Setup Slack -> 12.84 ns
Number of fill cells in the layout -> 24,900
Clock tree from TritonCTS -> yes
Cell Type Count -> 70
Clk slew on worst S/H paths -> 0.06 ns
Routed via count divided by cell count -> 6.92
Layout overhead on the synthesized area -> 18.7%
Via count of the first global-routing pass -> 62,300
Clock Tree Buf Depth -> 3
Setup-failing EPs final -> 0
Static leakage power -> 28.8 nW
Worst hold path stage count -> 1
Cell Chain, Critical Path -> clkdlybuf4s50_1 > nand2_1 > nor3b_2 > buf_4 > buf_4 > nand2_1 > nor2_1
Quantity of hold-fixing buffers added after cts -> 0
Type of the worst setup path -> in2reg
Boundary pin count -> 5
Hold path start -> RAM_INTERFACE.tx_valid_tmp
Mean instance size in the synthesized netlist -> 15.7 µm²
Number of design-rule violations left by the first detailed-router iteration -> 9,101
Synth mux share -> 0.0688%
CP peak stage delay -> 1.13 ns
Worst r2r dst -> RAM_INTERFACE.dout_tmp[7]
Chip area in the Yosys report -> 0.0801 mm²
Max Cap Viol -> 1
Logic family by area -> simple AND/OR/NAND/NOR gates
Critical Path Source Type -> input pin
Data required time of the worst path -> 18.91 ns
Endpoints left unconstrained -> 3
Remaining global-route overflow -> 0
Number of buffers inserted during clock tree synthesis -> 226
Total Routing Usage GR -> 47.9%
Post-Synthesis Cells -> 5,090
Count of unclocked register or latch pins -> 3
Relative slew slack -> -11.3%
Post-synthesis share of cell area spent on and, or, nand and nor gates -> 10.8%
Maximum clock frequency -> 132 MHz
Crit path max-delay cell type -> nand2_1
Routed via count -> 64,200
Area of the die -> 0.269 mm²
# port buffers -> 4
Worst clock skew -> 0.0855 ns
Detail Route Antenna Nets -> 0
Detailed-placement wirelength estimate -> 438,000 µm
Unrepaired setup endpoints after global routing -> no
Number of DRC violations after detailed routing -> 0
Violated checks -> max-capacitance violations, max-slew violations
Footprint of the multi-input gates -> 0.0163 mm²
Initial antenna violation count -> 132
Post-synth ARST share -> 0.670%
Tally of yosys warning messages -> 3
Post CTS Setup Buffer Count -> 0
Number of placement rows -> 189
Status -> complete, but fails checks
Critical R2R Launch -> RAM_INTERFACE.address_holder[7]
Floorplan die height -> 519 µm
Number of levels in the clock H-tree -> 4
Average wire per standard cell -> 65.0 µm
VDD IR-drop max -> 0.102 mV
Number of enable-type register cells in the synthesized netlist -> 2,072
Instance area at placement -> 0.0871 mm²
Final number of max-transition violations -> 12
Path category of the worst min-delay check -> reg2reg
Wire length of the first global-routing pass -> 745,000 µm
Crit Path Max Fanout -> 16
Netlist area before placement -> 0.0801 mm²
Clock Root Buffer -> clkbuf_16
Insertion Delay late pin -> 0.95 ns
Post-route fraction of the period consumed by the critical path -> 41.1%
Init Core Util -> 30.2%
Critical Path AT -> 8.07 ns
Width of the die -> 519 µm
Area of all sequential standard cells -> 0.0626 mm²
Final Hold Violating Endpoints -> 0
Minimum period implied by the final worst setup slack -> 7.56 ns
Dominant logic cell types in the final layout -> 2,072 x edfxtp_1, 735 x nand3_1, 463 x buf_4
Number of warnings in the stage logs -> 31
FA/HA/MAJ Cells, Area Fraction -> 0.0907%
Layout cells sized above 1 -> 16.8%
Pin count of the biggest net entering global routing -> 85
Final total negative setup slack -> 0 ns
Yosys aoi share -> 8.48%
Area of the core region -> 0.265 mm²
Synth Flop Type -> edfxtp_1
Pre-antenna DRT Iters -> 7
Number of cells upsized or downsized after cts -> 0
CP Capture Type -> flip-flop
Reg2reg path depth -> 12
Final design instance area without fill -> 0.0950 mm²
Area share of xor/xnor cells in the synthesized design -> 0.0328%
Yosys cell count -> 5,090
DRT Wirelength -> 604,000 µm
Most common library cell in the layout ignoring fill and taps -> edfxtp_1
Hold endpoint -> RAM_INTERFACE.tx_valid_tmp
Final GP Congestion -> 1.27
Worst-Margin Slew -> 1.67 ns
Power density over cell area -> 106 mW/mm²
Number of register bits inferred by synthesis -> 2,089
## routing by layer
metal  part of all wire [%]  up-vias  track usage (%)
met2                     37     7956             57.1
li1                       -    21600                -
met3                     22     2290             45.6
met5                    2.0        -             39.4
met1                     28    32200             45.5
met4                     11      177             37.9
## critical path: cells and delay by family
| family | cells | cell delay, ns |
|---|---|---|
| simple gates | 4 | 2.67 |
| buf+inv | 3 | 1.64 |
## where the power goes
part,internal [mW],switching (mW),total [mW]
logic,0.0343,0.198,0.233
clock network,2.58,2.09,4.67
registers,5.20,0.00435,5.20
total,7.81,2.29,10.1
## registers in the layout, indices dropped and copies added (netlist names)
| name | flops |
|---|---|
| SPI_INTERFACE.shift_counter | 4 |
| SPI_INTERFACE.read_state | 1 |
| RAM_INTERFACE.address_holder | 8 |
| SPI_INTERFACE.ns | 3 |
| SPI_INTERFACE.state | 1 |
| SPI_INTERFACE.cs | 3 |
| SPI_INTERFACE.rx_valid_tmp | 1 |
| SPI_INTERFACE.MISO_tmp | 1 |
| RAM_INTERFACE.dout_tmp | 8 |
| SPI_INTERFACE.rx_data_tmp | 10 |
| RAM_INTERFACE.mem | 2048 |
| RAM_INTERFACE.tx_valid_tmp | 1 |
## synth_stat cells, drive strengths merged, types with 3 or more instances
library cell  number  area share, %
edfxtp          2072             78
nand3            736            4.6
a22oi            414            3.9
nor2             284            1.3
buf              263            1.6
nand4            206            1.6
clkbuf           156           0.73
o22ai            144            1.1
a21oi            108           0.68
a32oi            101            1.1
nand2             87           0.41
nor4              81           0.65
nor3              79           0.49
a22o              42           0.46
or4               32           0.30
and3              31           0.24
a221oi            23           0.25
o21ai             21           0.13
a2111oi           14           0.16
dfrtp             14           0.44
nor2b             13           0.10
a222oi            11           0.14
a32o              10           0.13
nand4bb           10           0.14
nor4bb            10           0.13
o211ai            10          0.094
or3               10          0.078
a31oi              9          0.070
and4               9           0.10
and4b              9           0.12
nand4b             9          0.098
nor4b              9           0.15
or4b               8           0.10
inv                6          0.028
ha                 5          0.078
o2111ai            5          0.055
a221o              4          0.050
dlxtn              3          0.056
nand2b             3          0.023
## layout make-up
type / instances / area share (%)
timing repair buffer: 482 / 4.00
inverter: 6 / 0.0237
multi-input combinational: 2578 / 17.1
clock inverter: 156 / 1.71
tap: 3533 / 4.65
antenna: 176 / 0.464
sequential: 2089 / 65.9
clock buffer: 265 / 6.13
## logic make-up after synthesis
family,count (synthesis)
other cells,1
fa+ha+maj,6
buf+inv,425
xor+xnor,3
flops,2086
mux,3
simple gates,1633
compound gates,930
latches,3
## metrics by stage
step	setup slack (ns)	hold WS, ns	power, mW	util (%)	std cells
finish	10.84	0.524	10.1	35.8	9285
CTS	11.27	0.517	10.1	35.6	9107
detailed placement	10.38	0.498	5.52	32.8	8686
global placement	10.34	0.497	5.52	32.8	8685
global route	11.03	0.530	10.2	35.8	9233
floorplan	12.69	0.458	5.38	-	5092
## worst max path at each step
stage / to / slack, ns / start / cells past startpoint
4_1_cts: RAM_INTERFACE.mem[168][6] / 11.27 / rst_n / 7
5_1_grt: RAM_INTERFACE.mem[168][6] / 11.03 / rst_n / 7
6_report: RAM_INTERFACE.mem[168][1] / 10.84 / rst_n / 7
Power and IR drop assume default switching activity.
